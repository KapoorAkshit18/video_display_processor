===== /design/flow/run.sh =====
#!/bin/bash
# OpenROAD 26Q1-2900-gdf79404cd8, Yosys 0.63+post, stock flow scripts
make -C /OpenROAD-flow-scripts/flow DESIGN_CONFIG=/design/flow/config.mk WORK_HOME=/design/flow/orfs finish

===== /design/flow/design.v =====
module regfile (
  input [1:0] rs,
  input [1:0] rd,
  input [15:0] result,
  input clk,
  output [15:0] b,
  output [15:0] r0,
  output [15:0] r1,
  output [15:0] r2,
  output [15:0] r3
);
  wire [15:0] s0;
  wire [15:0] s1;
  wire [15:0] s2;
  wire [15:0] s3;
  wire s4;
  wire [15:0] r0_temp;
  wire s5;
  wire [15:0] r1_temp;
  wire s6;
  wire [15:0] r2_temp;
  wire s7;
  wire [15:0] r3_temp;
  DemuxBus2 #(
    .Bits(16),
    .Default(0)
  )
  DemuxBus2_i0 (
    .sel( rd ),
    .in( result ),
    .out_0( s0 ),
    .out_1( s1 ),
    .out_2( s2 ),
    .out_3( s3 )
  );
  Decoder2 Decoder2_i1 (
    .sel( rd ),
    .out_0( s4 ),
    .out_1( s5 ),
    .out_2( s6 ),
    .out_3( s7 )
  );
  DIG_Register_BUS #(
    .Bits(16)
  )
  DIG_Register_BUS_i2 (
    .D( s0 ),
    .C( clk ),
    .en( s4 ),
    .Q( r0_temp )
  );
  DIG_Register_BUS #(
    .Bits(16)
  )
  DIG_Register_BUS_i3 (
    .D( s1 ),
    .C( clk ),
    .en( s5 ),
    .Q( r1_temp )
  );
  DIG_Register_BUS #(
    .Bits(16)
  )
  DIG_Register_BUS_i4 (
    .D( s2 ),
    .C( clk ),
    .en( s6 ),
    .Q( r2_temp )
  );
  DIG_Register_BUS #(
    .Bits(16)
  )
  DIG_Register_BUS_i5 (
    .D( s3 ),
    .C( clk ),
    .en( s7 ),
    .Q( r3_temp )
  );
  Mux_4x1_NBits #(
    .Bits(16)
  )
  Mux_4x1_NBits_i6 (
    .sel( rs ),
    .in_0( r0_temp ),
    .in_1( r1_temp ),
    .in_2( r2_temp ),
    .in_3( r3_temp ),
    .out( b )
  );
  assign r0 = r0_temp;
  assign r1 = r1_temp;
  assign r2 = r2_temp;
  assign r3 = r3_temp;
endmodule
module DemuxBus2
#(
    parameter Bits = 2,
    parameter Default = 0 
)
(
    output [(Bits-1):0] out_0,
    output [(Bits-1):0] out_1,
    output [(Bits-1):0] out_2,
    output [(Bits-1):0] out_3,
    input [1:0] sel,
    input [(Bits-1):0] in
);
    assign out_0 = (sel == 2'h0)? in : Default;
    assign out_1 = (sel == 2'h1)? in : Default;
    assign out_2 = (sel == 2'h2)? in : Default;
    assign out_3 = (sel == 2'h3)? in : Default;
endmodule
module Decoder2 (
    output out_0,
    output out_1,
    output out_2,
    output out_3,
    input [1:0] sel
);
    assign out_0 = (sel == 2'h0)? 1'b1 : 1'b0;
    assign out_1 = (sel == 2'h1)? 1'b1 : 1'b0;
    assign out_2 = (sel == 2'h2)? 1'b1 : 1'b0;
    assign out_3 = (sel == 2'h3)? 1'b1 : 1'b0;
endmodule
module DIG_Register_BUS #(
    parameter Bits = 1
)
(
    input C,
    input en,
    input [(Bits - 1):0]D,
    output [(Bits - 1):0]Q
);
    reg [(Bits - 1):0] state = 'h0;
    assign Q = state;
    always @ (posedge C) begin
        if (en)
            state <= D;
   end
endmodule
module Mux_4x1_NBits #(
    parameter Bits = 2
)
(
    input [1:0] sel,
    input [(Bits - 1):0] in_0,
    input [(Bits - 1):0] in_1,
    input [(Bits - 1):0] in_2,
    input [(Bits - 1):0] in_3,
    output reg [(Bits - 1):0] out
);
    always @ (*) begin
        case (sel)
            2'h0: out = in_0;
            2'h1: out = in_1;
            2'h2: out = in_2;
            2'h3: out = in_3;
            default:
                out = 'h0;
        endcase
    end
endmodule

===== /design/flow/constraint.sdc =====
current_design regfile

set clk_period 1.5
set clk_io_pct 0.2

create_clock -name clk0 -period $clk_period [get_ports {clk}]

set non_clock_inputs [all_inputs -no_clocks]
set_input_delay [expr $clk_period * $clk_io_pct] -clock clk0 $non_clock_inputs
set_output_delay [expr $clk_period * $clk_io_pct] -clock clk0 [all_outputs]

===== /design/flow/config.mk =====
export PLATFORM = sky130hd
export DESIGN_NAME = regfile
export DESIGN_NICKNAME = regfile
export VERILOG_FILES = /design/flow/design.v
export SDC_FILE = /design/flow/constraint.sdc
export NUM_CORES = 4
export LEC_CHECK = 1
export CORE_UTILIZATION = 50

==> results.yml <==
# implementation run metrics
floorplan:
  io_pins: 101
  fp_util: 0.526
  die_x_um: 78.6
  rows: 27
  die-height_um: 78.6
  dieArea_um2: 6170
  coreArea_um2: 5570
detailed_routing:
  first_iter_violations: 134
  wl_per_cell_um: 17.5
  routed_via_density: 5.24
  drcViolationCount: 0
  postRouteAntennaNets: 0
  antenna_cells: 0
  drt_first_pass_iters: 4
  num_vias: 2236
  drt-total-wl_um: 7470
synth:
  ys_async_sr_fraction: 0
  flop_cell: "edfxtp_1"
  top_cell: "edfxtp_1"
  ys.warnings.count: 2
  synthTopCellsByArea: "edfxtp_1 (66%), and3b_1 (9.6%), mux4_2 (6.9%)"
  synth_cell_types: 13
  synth_cells: 166
  syn_avg_cell_area_um2: 17.7
  synthTopCellsByCount: "edfxtp_1 (64), and3b_1 (32), and3_1 (16), nor3b_1 (16), clkbuf_1 (10)"
  synth_area_um2: 2930
  ys_area_um2: 2930
  ys_cells: 166
  edf_count: 64
  yosys.stat.seqShare: 0.656
  top_area_cell: "edfxtp_1"
  synth_top_area_share: 0.656
  ys_ff: 64
grt:
  grt_pass1_vias: 2392
  grt_overflow: 0
  grt_max_degree: 29
  grt_usage: 0.279
  antenna_found_initial: 0
  grt_pass1_wl_um: 11700
outcome:
  outcome: "complete, but fails checks"
  violations: "negative setup slack"
clock_network:
  ctsHoldBuffers: 0
  cts_tree: "yes"
  clock-root-buffer: "clkbuf_8"
  htreeDepth: 3
  clock-sinks: 64
  cts_inserted_buffers: 9
  cts_buffer_depth: 2
  clk_pin_slew_ns: 0.06
place:
  dp_slack_ns: -0.784
  dpl-instance-area_um2: 4420
  placedCellCount: 383
  hpwl_um: 4700
  gp_congestion: 0.845
  port_buffers: 100
finish:
  final_area_um2: 4700
  instances_no_fill: 427
  drive_gt1_frac: 0.431
  fin_util: 0.844
  syn_to_final_growth_pct: 60.5
pwr:
  clkPwrFrac: 0.344
  combPwrFrac: 0.163
  finalPower_mw: 4.36
  p_seq_frac: 0.493
  p_leak_nw: 1.95
  netSwitchingPower_mw: 0.855
  switching_share: 0.196
  vdd_drop_max_mv: 0.702
  pwr_density_cell_nw_per_um2: 928
  power.internal_mw: 3.51
flow_run:
  warnings: 28
  drv_cap: 0
setup_path:
  cp_max_fo: 2
  critPathArrivalTime_ns: 1.39
  end_kind: "output port"
  cp-startpoint: "DIG_Register_BUS_i4.state[6]$_SDFFCE_PP0N_"
  criticalPathCategory: "reg2out"
  cp.required_ns: 1.20
  worstSetupStartpointType: "flip-flop"
timing:
  fin_ws_ns: -0.186
  relSlewSlack: 0.833
  setup_viol: 16
  post-route-min-period_ns: 1.69
  report.final.hold_viol_count: 0
  finalClockPeriodUsage: 1.12
  tightest_slew_ns: 0.250
  rsz0062_at_grt: "yes"
  fmax_ghz: 0.593
  drv_slew: 0
hold_path:
  hold_path_class: "in2reg"
  hp-start: "rd[0]"
cell families after synthesis:
family,Yosys count,share of synthesized area
AND/OR/NAND/NOR,68,0.178
buffers and inverters,18,0.0337
flip-flops,64,0.656
multiplexers,16,0.132
metal layers:
metal	vias to the layer above	share of wire	track usage	wire, um
met4	0	0.0075	0.0296	56
met2	126	0.50	0.410	3720
met5	-	0	0	0
li1	1034	-	-	-
met3	6	0.11	0.148	814
met1	1070	0.39	0.440	2880
stage by stage:
step | TNS, ns | hold slack (ns)
floorplan | 0 | 0.523
global placement | -11.91 | 0.701
detailed placement | -11.87 | 0.700
CTS | -1.94 | 0.362
global route | -2.72 | 0.374
finish | -1.75 | 0.376
area by class of cell:
cell class | count | area (um2)
fillers | 276 | 872
multi-input cells | 84 | 906
flip-flops and latches | 64 | 1920
repair buffers | 191 | 1580
clock inverters | 4 | 68.8
clock buffers | 12 | 135
well taps | 72 | 90.1
final timing paths:
kind                                                         end  slack [ns]  cells past startpoint
worst max-delay path                                        b[6]       -0.19                      2
worst min-delay path  DIG_Register_BUS_i4.state[2]$_SDFFCE_PP0N_        0.38                      2
sequential cells by signal, indices dropped and copies added, names as in the netlist:
register / count
DIG_Register_BUS_i3.state: 16
DIG_Register_BUS_i2.state: 16
DIG_Register_BUS_i4.state: 16
DIG_Register_BUS_i5.state: 16
worst max-delay path, stage by stage, from the launching register on:
cell and delay, ns:
edfxtp_1 0.42, mux4_2 0.51, buf_2 0.14
power by group through the flow:
stage	clock network, mW	registers (mW)	logic (mW)
finish	1.50	2.15	0.712
global route	1.59	2.17	0.773
CTS	1.52	2.15	0.686
repair_timing:
item	CTS	global route
setup buffers	27	11
resized	122	15
cloned	1	0
endpoints found under the setup margin	60	22
layout by cell type, fill, tap and decap left out:
cell / synthesis / final
and2_1: 1 / 1
and3_1: 16 / 16
and3b_1: 32 / 32
buf_12: 1 / 1
buf_16: 0 / 1
buf_2: 6 / 19
buf_4: 0 / 93
buf_6: 1 / 6
buf_8: 0 / 1
bufinv_16: 0 / 2
clkbuf_1: 10 / 3
clkbuf_2: 0 / 1
clkbuf_8: 0 / 9
clkdlybuf4s15_1: 0 / 9
clkdlybuf4s50_1: 0 / 26
clkinv_1: 0 / 1
clkinv_2: 0 / 1
dlygate4sd2_1: 0 / 33
dlymetal6s2s_1: 0 / 1
edfxtp_1: 64 / 64
mux4_2: 9 / 16
nor2_4: 0 / 1
nor2b_4: 0 / 2
nor3b_1: 16 / 16
Power figures rest on the tool's default switching activity, not on a simulated workload.
