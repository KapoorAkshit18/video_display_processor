$ cat design/flow/config.mk
export PLATFORM = sky130hd
export DESIGN_NAME = program3
export DESIGN_NICKNAME = program3
export VERILOG_FILES = /design/flow/design.v
export SDC_FILE = /design/flow/constraint.sdc
export NUM_CORES = 4
export LEC_CHECK = 1
export CORE_UTILIZATION = 30
$ cat design/flow/constraint.sdc
current_design program3

set clk_period 7.2
set clk_io_pct 0.2

create_clock -name clk0 -period $clk_period [get_ports {c}]

set non_clock_inputs [all_inputs -no_clocks]
set_input_delay [expr $clk_period * $clk_io_pct] -clock clk0 $non_clock_inputs
set_output_delay [expr $clk_period * $clk_io_pct] -clock clk0 [all_outputs]
$ cat design/flow/design.v
module program3    
    (   input c,  
        input str,     
	input ld,    
        input [31:0] d_in,     
        input [3:0] a,   
        output [31:0] d     
    );
reg [31:0] rom[0:15];
always@(posedge c)
begin
    if(str)     
        rom[a] <= d_in;
end
assign d = ld ? rom[a] : 32'bz;   
endmodule
$ cat design/flow/run.sh
#!/bin/bash
# OpenROAD 26Q1-2900-gdf79404cd8, Yosys 0.63+post, stock flow scripts
make -C /OpenROAD-flow-scripts/flow DESIGN_CONFIG=/design/flow/config.mk WORK_HOME=/design/flow/orfs finish
==> impl_metrics.py <==
# Auto-generated metrics
metrics = {
    "run_status": {
        "status": "completed",
    },
    "pwr": {
        "intPower_uw": 5010,
        "p_switching_uw": 1250,
        "comb_power_share_pct": 5.3,
        "pwr_density_cell_nw_per_um2": 275,
        "leakage_uw": 0.00699,
        "pwr-share-seq_pct": 53.6,
        "power_uw": 6260,
        "clkPwrFrac_pct": 41.1,
        "swShare_pct": 19.9,
        "ir_worst_vdd_mv": 0.201,
    },
    "timing": {
        "period_needed_ps": 5480,
        "setup_viol": 0,
        "post-route-period-util_pct": 76.0,
        "hold_viol": 0,
        "slew_headroom_pct": 52.6,
        "slew_viol_final": 0,
        "fmax_mhz": 183,
        "worst_hold_slack_ps": 1790,
        "rsz0062_at_grt": "false",
        "fin_tns_setup_ps": 0,
        "worstMarginPinSlew_ps": 711,
    },
    "synth": {
        "ys_seq_share_pct": 80.0,
        "synth_warnings": 2,
        "ys_cells": 808,
        "adder_share_pct": 0,
        "syn_area_um2": 19200,
        "synth_flops": 512,
        "yosysTopAreaCellShare_pct": 80.0,
        "xor_area_share_pct": 0,
        "synth_cell_types": 16,
        "topCellsByArea": "edfxtp_1 80%, mux4_2 15%, a22oi_1 2.5%",
        "postSynthCellCount": 808,
        "yosysTopAreaCell": "edfxtp_1",
        "syn_avg_cell_area_um2": 23.8,
        "simple_gate_share_pct": 1.31,
        "ys_top_logic_family": "multiplexers",
        "aoi_share_pct": 2.50,
        "yosys_area_um2": 19200,
        "mux_share_pct": 15.0,
    },
    "clocking": {
        "cts_buffers": 51,
        "postCtsSetupBuffers": 0,
        "cts.reportedPaths.clkPinSlew_ps": 60,
        "cts_resized": 0,
        "cts_hold_buffers": 0,
        "cts-root-buf": "clkbuf_16",
        "cts_tree": "built",
        "cts.path.max_buffers": 3,
        "cts_sinks": 512,
        "htreeDepth": 2,
    },
    "worst_setup_path": {
        "crit_slowest_cell": "clkdlybuf4s50_1",
        "arrival_ps": 4040,
        "crit_start": "a[3]",
        "critical_path_class": "primary input to output pin",
        "path_cells": "clkdlybuf4s50_1 > and2_2 > buf_4 > a22oi_1 > nand2_1 > clkdlybuf4s50_1",
        "path_buffers": 3,
        "start_kind": "primary input",
        "endpoint_kind": "output pin",
        "critPathMostFrequentCell": "clkdlybuf4s50_1",
        "crit_path_max_fanout": 17,
        "cp_top_family": "buffers and inverters",
        "cp.required_ps": 5760,
        "slowest_delay_ps": 690,
    },
    "routing": {
        "vias_per_cell": 4.85,
        "routed_wl_um": 41800,
        "drc_errors": 0,
        "dr_wl_met2_um": 19900,
        "dr_wl_met3_um": 6710,
        "route.vias.total": 8733,
        "ant_nets": 0,
        "highest_layer": "met5",
        "wl_met1_um": 14300,
        "first_iter_violations": 465,
        "antennaDiodeCount": 0,
        "drt-wirelength-per-cell_um": 23.2,
        "firstDrtPassIters": 4,
    },
    "grt": {
        "grt-ovfl-total": 0,
        "grt_pass1_wl_um": 61900,
        "grt_pass1_vias": 9766,
        "grt_max_degree": 74,
        "grtUsageTotal_pct": 14.2,
        "antenna_found_initial": 5,
    },
    "die": {
        "core_um2": 63200,
        "die_area_um2": 65100,
        "fp-row-count": 92,
        "initial_utilization_pct": 30.4,
        "die_y_um": 255,
        "die_w_um": 255,
        "io_pins": 71,
    },
    "placed_design": {
        "place.gp.congestion": 0.733,
        "place_inst": 1705,
        "io_buffers": 69,
        "hpwl_um": 22400,
    },
    "run": {
        "warnings": 26,
        "max-cap-violations": 0,
    },
    "final_layout": {
        "seqCellArea_um2": 15400,
        "mostFrequentLayoutCell": "edfxtp_1",
        "layout_top_cells": "512 x edfxtp_1, 128 x mux4_2, 67 x clkdlybuf4s50_1",
        "mi_logic_area_um2": 3750,
        "drive_above_1_share_pct": 26.1,
        "largest_reg_flops": 512,
        "reg_top3": "rom (512)",
        "area_growth_pct": 18.4,
        "stdcell_count": 1799,
        "top_register": "rom",
        "num-fill-cells": 5673,
        "utilization_pct": 36.0,
    },
    "min_path": {
        "hp-start": "d_in[16]",
        "hold_class": "primary input to flip-flop",
    },
}
-- area by class of cell --
class | instances | area share (%)
clock buffers | 59 | 5.93
multi-input cells | 251 | 16.5
repair buffers | 96 | 4.11
flip-flops and latches | 512 | 67.6
clock inverters | 35 | 1.27
well taps | 846 | 4.65
-- layer usage --
layer / track usage [%] / vias to the layer above
li1: - / 3696
met1: 17.1 / 4386
met2: 21.3 / 566
met3: 10.7 / 75
met4: 2.33 / 10
met5: 0.451 / -
-- path summary, 6_finish.rpt --
check,endpoint,slack (ps),cells past startpoint
max,d[25],1720,6
min,rom[14][16],1790,1
-- power groups by stage --
stage / clock [uW] / combinational [uW] / sequential (uW)
4_1_cts: 2630 / 340 / 3360
5_1_grt: 2740 / 362 / 3360
6_report: 2570 / 332 / 3350
-- through the flow --
step | setup WS (ps) | cell area, um^2
4_1_cts | 1720 | 22800
2_1_floorplan | 2520 | 19200
3_3_place_gp | 1740 | 21100
6_report | 1720 | 22800
5_1_grt | 1590 | 22800
3_5_place_dp | 1720 | 21100
-- Yosys cell counts --
| cell | count |
|---|---|
| nand2_1 | 33 |
| nand2b_1 | 2 |
| nor2b_1 | 2 |
| nand3_1 | 1 |
| nor3_1 | 4 |
| or3b_2 | 1 |
| clkbuf_1 | 27 |
| and2_1 | 1 |
| nand3b_1 | 2 |
| buf_2 | 11 |
| mux4_2 | 128 |
| edfxtp_1 | 512 |
| nor2_1 | 13 |
| buf_6 | 6 |
| buf_4 | 1 |
| a22oi_1 | 64 |
-- cells by family (layout without fill, tap and decap cells) --
| logic type | after synthesis | in the layout |
|---|---|---|
| DFF | 512 | 512 |
| muxes | 128 | 128 |
| AOI/OAI and AO/OA | 64 | 64 |
| and+or+nand+nor | 59 | 59 |
| buffers and inverters | 45 | 190 |
Power is estimated from default activity; no workload was simulated.
