### flow/run.sh
#!/bin/bash
# OpenROAD 26Q1-2900-gdf79404cd8, Yosys 0.63+post, stock flow scripts
make -C /OpenROAD-flow-scripts/flow DESIGN_CONFIG=/design/flow/config.mk WORK_HOME=/design/flow/orfs finish
### flow/config.mk
export PLATFORM = sky130hd
export DESIGN_NAME = probe_registers
export DESIGN_NICKNAME = probe_registers
export VERILOG_FILES = /design/flow/design.v
export SDC_FILE = /design/flow/constraint.sdc
export NUM_CORES = 4
export LEC_CHECK = 1
export CORE_UTILIZATION = 30
### flow/constraint.sdc
current_design probe_registers

set clk_period 1.0
set clk_io_pct 0.2

create_clock -name clk0 -period $clk_period [get_ports {clk}]

set non_clock_inputs [all_inputs -no_clocks]
set_input_delay [expr $clk_period * $clk_io_pct] -clock clk0 $non_clock_inputs
set_output_delay [expr $clk_period * $clk_io_pct] -clock clk0 [all_outputs]
### flow/design.v
module probe_registers(
    input  wire clk,
    input  wire [15:0] o_b,
    input  wire [15:0] o_r0,
    input  wire [15:0] o_r1,
    input  wire [15:0] o_r2,
    input  wire [15:0] o_r3,
    output reg [3:0] pc,
    output reg [3:0] probe_pc,
    output reg  [15:0] probe_b,
    output reg  [15:0] probe_r0,
    output reg  [15:0] probe_r1,
    output reg  [15:0] probe_r2,
    output reg  [15:0] probe_r3
);
    always @(posedge clk) begin
        probe_pc <= pc;
        probe_b  <= o_b;
        probe_r0 <= o_r0;
        probe_r1 <= o_r1;
        probe_r2 <= o_r2;
        probe_r3 <= o_r3;
    end
endmodule
==> run summary <==
Results of the implementation run.

The number of synthesized register bits is 80. Per the final layout report, the fraction of cells sized above drive strength 1 comes to 0.370. The chip area estimate from yosys synthesis came out at 1670 um^2.

The power per unit of standard cell area came out at 1850 nW/um^2. The finished cells cover 3080 um^2. The leakage power in the latest report is 1.41 nW. The iteration count recorded for the first detailed-route pass is 2. Grouping stages by cell kind, the critical path spends the most delay in flip-flops.

The boundary pin count is 169. STA classifies the critical path endpoint as an output pin. The total of max-cap violations came out at 0. The slowest stage cell on the critical path is dfxtp_2. Setup repair after global routing left no endpoint under its margin. The detailed router's first-iteration violation count is 3. After detailed placement, the design holds a cell count of 318. The flow ran to the end, and the final reports show no timing, DRC or antenna violations. The path class of the tightest hold or removal check is input port to register.

The floorplan utilization came out at 0.318. The half-perimeter wire length after detailed placement came out at 3.20 mm. Once the clock tree was built, the setup fixing pass inserted 0 buffers. The via count of the first global-routing pass came out at 1283.

The deepest level of the CTS H-tree is 3. The worst hold path depth is 1. The vertical die dimension reported for this design is 76.5 um. Per Yosys stat, the portion of area used by sequential elements is 0.962. The number of design rule violations left after detail routing is 0.

The final-report hold violation count came out at 0. The number of routed nets with antenna violations is 0. A synthesized cell averages 18.7 um^2.

The number of I/O port buffers is 160. The instance area at placement came out at 3320 um^2. After global routing the overflow that remains totals 0.

Clock-pin slew was measured on the worst setup and hold paths at 70 ps. The area growth from synthesis to layout is 85.0%. Counting every sink on the clock net gives 80.

For this run, the top clock speed supported by timing is 1070 MHz. RePlAce ended its routability-driven mode at a weighted congestion of 0.749. The area of the die came out at 5850 um^2. After routing, the total negative slack on setup checks comes to 0 ps. In the post-route report, total wirelength is listed as 3.94 mm. For this run, the number of Yosys warnings is 5. The critical path's largest stage delay came out at 310 ps. On the critical path the data arrives at 740 ps. By startpoint and endpoint, the worst setup path is classified as register to output pin. Post-CTS repair changed the size of 248 cells.

The number of non-filler instances in the completed layout came out at 332. The worst setup path is launched from a register. The maximum fanout along the worst path is 1.

The wire length per cell after detailed routing came out at 11.9 um. Per the detail_route report, inserted antenna diodes total 0. The cell area after technology mapping is 1670 um^2.

The critical path goes through buf_2. The required time at the worst endpoint is listed as 800 ps. The count of different cell masters after synthesis is 3.

The tree is rooted in a clkbuf_8. The global-route wire length before repair is 6.09 mm. The cell count in the Yosys report came out at 89.

The end point of the worst hold path is probe_r3[4]$_DFF_P_. The launch point of the worst min-delay path is recorded as o_r3[4]. The routed via count divided by cell count came out at 3.68.

The number of clock buffers inserted by TritonCTS is 9. The maximum vdd ir drop came out at 1.03 mV. The pin count of the biggest net entering global routing is 12.

The width of the die is 76.5 um. The stage logs contain a warning count of 25. The routed via count came out at 1223.

The final-report setup violation count is 0. The number of antenna violations at the first check in global routing is 0. The maximum clock insertion buffer count came out at 2. Per the final report, max-transition violations number 0. The count of hold buffers inserted by post-cts repair came out at 0. In the synthesized netlist, the number of instances is 89.

The global routing usage summed across all routing layers came out at 0.142. The part of the cycle the worst path needs came out at 0.938. The number of buffer and inverter instances along the worst setup path is 1.

The standard-cell row count came out at 26. The shortest clock period the worst path allows after layout is 938 ps. The core footprint is 5240 um^2. TritonCTS built the clock tree.
-- sequential cells by signal, indices dropped and copies added (netlist names) --
signal / flops
probe_b: 16
probe_r2: 16
probe_r1: 16
probe_r3: 16
probe_r0: 16
-- kinds of logic after synthesis --
logic type,share of synthesized area
other,0.00225
buffers and inverters,0.0361
DFF,0.962
-- final cells by class --
type,count,area [um^2]
fill,441,2160
multi-input combinational,8,30.0
tap,70,87.6
timing repair buffer,160,1200
clock buffer,13,149
sequential,80,1610
clock inverter,1,5.00
-- Yosys cell counts --
cell type,instances,area [um^2]
conb_1,1,3.75
buf_4,8,60.1
dfxtp_1,80,1600
-- worst max-delay path by stage --
stage / start / to / slack [ps] / depth (start not counted)
6_report: probe_r3[6]$_DFF_P_ / probe_r3[6] / 60 / 1
5_1_grt: probe_r2[3]$_DFF_P_ / probe_r2[3] / 4 / 1
4_1_cts: probe_r3[4]$_DFF_P_ / probe_r3[4] / 40 / 1
-- cells in the final DEF (no fill, tap or decap), drive strengths merged --
cell / Yosys / routed
clkbuf: 0 / 13
buf: 8 / 80
clkdlybuf4s50: 0 / 80
clkinv: 0 / 1
dfxtp: 80 / 80
conb: 1 / 8
-- report_power, final --
group / internal, mW / leakage (nW) / switching [mW]
clock network: 0.940 / 0.0794 / 0.927
registers: 3.36 / 0.675 / 0.0338
logic: 0.371 / 0.654 / 0.0610
total: 4.67 / 1.41 / 1.02
-- per-layer routing --
| layer | track usage | vias to the layer above | wire length [um] |
|---|---|---|---|
| li1 | - | 591 | - |
| met1 | 0.157 | 519 | 1360 |
| met2 | 0.238 | 101 | 1940 |
| met3 | 0.0706 | 12 | 512 |
| met4 | 0.0481 | 0 | 126 |
| met5 | 0 | - | 0 |
-- stage by stage --
stage / power [mW] / hold WS [ps] / util / setup slack, ps
final: 5.69 / 306 / 0.588 / 62.1
after detailed placement: 4.07 / 652 / 0.634 / 17.9
after global placement: 4.07 / 650 / 0.634 / 6.29
after CTS: 5.79 / 280 / 0.588 / 35.2
after floorplan: 3.45 / 228 / - / 538
after global routing: 5.97 / 285 / 0.588 / 3.71
Power figures rest on the tool's default switching activity, not on a simulated workload.
